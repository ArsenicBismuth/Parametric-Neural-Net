File: /design/flow/design.v
module dff(clk, rst, we, D, Q);
  parameter n = 32;
  input clk, rst, we;
  input [n-1:0] D;
  output reg [n-1:0] Q;
  always @(posedge clk or posedge rst)
    if (rst)
      Q = {n{1'b0}};   
    else
      if (we)
        Q = D;   
endmodule
File: /design/flow/run.sh
#!/bin/bash
# OpenROAD 26Q1-2900-gdf79404cd8, Yosys 0.63+post, stock flow scripts
make -C /OpenROAD-flow-scripts/flow DESIGN_CONFIG=/design/flow/config.mk WORK_HOME=/design/flow/orfs finish
File: /design/flow/config.mk
export PLATFORM = sky130hd
export DESIGN_NAME = dff
export DESIGN_NICKNAME = dff
export VERILOG_FILES = /design/flow/design.v
export SDC_FILE = /design/flow/constraint.sdc
export NUM_CORES = 4
export LEC_CHECK = 1
export CORE_UTILIZATION = 30
File: /design/flow/constraint.sdc
current_design dff

set clk_period 1.5
set clk_io_pct 0.2

create_clock -name clk0 -period $clk_period [get_ports {clk}]

set non_clock_inputs [all_inputs -no_clocks]
set_input_delay [expr $clk_period * $clk_io_pct] -clock clk0 $non_clock_inputs
set_output_delay [expr $clk_period * $clk_io_pct] -clock clk0 [all_outputs]
==> results.json <==
{
  "ant_nets": 0,
  "drc": 0,
  "cp_top_family": "buffers and inverters",
  "synth_seq_share": 0.5937,
  "grt_pass1_vias": 829,
  "post_cts_buffers": 0,
  "ys_chip_area_mm2": 0.001349,
  "drt_first_pass_iters": 7,
  "vias": 804,
  "finalCritPeriodShare": 0.9432,
  "ctsResizeCount": 0,
  "cts_sinks": 32,
  "cp.required_ns": 1.20,
  "area_growth_pct": 57.70,
  "cts_root_buf": "clkbuf_8",
  "drive_gt1_frac": 0.2950,
  "clk_pin_slew_ns": 0.06,
  "yosysWarnings": 1,
  "clock_latency_ns": 0.27,
  "syn_avg_cell_area_um2": 19.55,
  "cpPeakStageDelay_ns": 0.49,
  "hpwl_mm": 1.815,
  "tightest_slew_ns": 0.2702,
  "yosys.cell_types.count": 6,
  "wl_mm": 2.540,
  "report.final.slew_viol_count": 0,
  "hold_viol": 0,
  "multi_input_comb_area_um2": 473.0,
  "io_pins": 67,
  "drt-initial-drc-count": 21,
  "cts_hold_buffers": 0,
  "postSynthCellCount": 69,
  "fin_tns_setup_ns": 0,
  "die_y_um": 69.05,
  "clock_path_buffers": 2,
  "fillers": 376,
  "layout_top_cell": "clkdlybuf4s50_1",
  "skew_ns": 0,
  "ir_worst_vdd_v": 0.0004204,
  "antenna_found_initial": 0,
  "grt_max_degree": 30,
  "yosys_cells": 69,
  "cp-end-kind": "output port",
  "largest_reg_flops": 32,
  "critPathLaunchType": "flop",
  "p_leak_uw": 0.0009558,
  "final_cell_mix": "65 x clkdlybuf4s50_1, 32 x dfrtp_1, 30 x mux2_4, 5 x clkbuf_8, 3 x buf_12",
  "routedWlPerCell_um": 13.30,
  "via_per_inst": 4.209,
  "synth.cell_area_mm2": 0.001349,
  "maxCapViolCount": 0,
  "worstHoldPathType": "in -> async",
  "gp_congestion": 0.7052,
  "rsz0062_at_grt": "false",
  "core-area_mm2": 0.004324,
  "worstPathArrival_ns": 1.11,
  "ys_ff": 32,
  "crit_start": "Q[14]$_DFFE_PP0P_",
  "grt_pass1_wl_mm": 4.112,
  "die_area_mm2": 0.004768,
  "p_total_uw": 2011,
  "cts_buffers": 5,
  "diodes": 0,
  "seq_area_um2": 800.8,
  "cts_tree": "built",
  "maxSlewHeadroom": 0.8199,
  "outcome": "finished, final reports clean",
  "io_buffers": 66,
  "cp_cell_sequence": "clkdlybuf4s50_1",
  "power_density_mw_per_mm2": 945.5,
  "critPathBufInv": 1,
  "htree_levels": 2,
  "rows": 24,
  "warnings": 25,
  "die_width_um": 69.05,
  "min_period_ns": 1.415,
  "gr-usage-all-layers": 0.1110,
  "crit_type": "reg -> out",
  "grt_overflow": 0,
  "r2r-start": "Q[16]$_DFFE_PP0P_",
  "max_freq_ghz": 0.7068,
  "crit_slowest_cell": "clkdlybuf4s50_1",
  "cp_max_fo": 2,
  "initial_core_util": 0.3119,
  "finalSetupViolations": 0
}
## logic make-up after synthesis
| family | Yosys count | synth area share |
|---|---|---|
| buf+inv | 5 | 0.05566 |
| flops | 32 | 0.5937 |
| mux | 32 | 0.3506 |
## per-stage QoR
stage	cell area, um^2	worst slack (ns)	hold slack, ns	util	instances
floorplan	1349	0.5092	0.4162	-	69
global placement	2058	0.3133	0.4957	0.4760	186
CTS	2127	0.07094	0.2145	0.4919	191
finish	2127	0.08516	0.2237	0.4919	191
detailed placement	2058	0.2862	0.4959	0.4760	186
global route	2127	0.03401	0.2467	0.4919	191
## worst paths after layout
path | endpoint | slack, ns | cells past startpoint
setup / recovery | Q[14] | 0.09 | 1
hold / removal | Q[4]$_DFFE_PP0P_ | 0.22 | 2
setup reg to reg | Q[16]$_DFFE_PP0P_ | 0.73 | 1
hold reg to reg | Q[15]$_DFFE_PP0P_ | 0.51 | 1
max in group asynchronous | Q[9]$_DFFE_PP0P_ | 0.87 | 3
min in group clk0 | Q[0]$_DFFE_PP0P_ | 0.47 | 2
## area by class of cell
cell class / instances / share of cell area
Sequential cell: 32 / 0.3765
Tap cell: 52 / 0.03059
Clock buffer: 5 / 0.03235
Multi-Input combinational cell: 32 / 0.2224
Timing Repair Buffer: 69 / 0.3365
Inverter: 1 / 0.001765
## Yosys cell counts
library cell  count  area [um^2]
dfrtp_1          32        800.8
inv_1             1        3.750
mux2_2            2        22.52
mux2_4           30        450.4
buf_6             1        11.26
buf_12            3        60.06
## per-layer routing
metal / up-vias / GRT usage / share of wire
met5: - / 0 / 0
met2: 43 / 0.1348 / 0.37
met4: 0 / 0.01134 / 0.0047
li1: 378 / - / -
met1: 381 / 0.1871 / 0.51
met3: 2 / 0.05490 / 0.11
## power breakdown
| group | leakage, uW | switching, uW | internal (uW) | total [uW] |
|---|---|---|---|---|
| sequential | 0.000374 | 50.5 | 951 | 1000 |
| combinational | 0.000546 | 84.4 | 350 | 435 |
| clock | 0.0000359 | 277 | 298 | 575 |
| total | 0.000956 | 412 | 1600 | 2010 |
Power and IR drop assume default switching activity.
