$ cat ./config.mk
export PLATFORM = sky130hd
export DESIGN_NAME = shift_register
export DESIGN_NICKNAME = shift_register
export VERILOG_FILES = /design/flow/design.v
export SDC_FILE = /design/flow/constraint.sdc
export NUM_CORES = 4
export LEC_CHECK = 1
export CORE_UTILIZATION = 30
$ cat ./constraint.sdc
current_design shift_register

set clk_period 1.5
set clk_io_pct 0.2

create_clock -name clk0 -period $clk_period [get_ports {clk}]

set non_clock_inputs [all_inputs -no_clocks]
set_input_delay [expr $clk_period * $clk_io_pct] -clock clk0 $non_clock_inputs
set_output_delay [expr $clk_period * $clk_io_pct] -clock clk0 [all_outputs]
$ cat ./design.v
module shift_register(clk, rst, we, x, y);
  parameter m = 4;     
  parameter n = 32;
  input clk, rst;
  input we;
  input [n-1:0] x;
  output reg [m*n-1:0] y;
  always @(posedge clk or posedge rst)
    if (rst)  
      y <= {m*n{1'b0}};
    else
      if (we) begin  
        y <= {x, y[m*n-1:n]};
      end
endmodule
$ cat ./run.sh
#!/bin/bash
# OpenROAD 26Q1-2900-gdf79404cd8, Yosys 0.63+post, stock flow scripts
make -C /OpenROAD-flow-scripts/flow DESIGN_CONFIG=/design/flow/config.mk WORK_HOME=/design/flow/orfs finish
==> run summary <==
yosys + openroad results -> Crit-path slowest cell=dfrtp_1, Achievable Freq=around 740 MHz, GRT overflow=0, FP Core Util=~31%, Post-DRT Antenna Nets=0, Seq/Total Area, Yosys=66.4%, mean routed wirelength per cell=13.2 um, yosys xor share=0%, aggregate global-route resource usage=12.8%, yosys stat cell total=271, Max Clock Skew=5.38 ps, delay-heaviest family, CP=flip-flops, Critical Path RT=1200 ps, Sink Count=around 130, Post-DP HPWL=5980 um, worst vdd ir=709 uV, Max Cap Viol=0, TritonCTS clock tree=done, Final Hold Vio Count=0, Die W=roughly 130 um, Die H=129 um, kind of critical path=reg2out, vias in the first global route=3,275, Post-synth mux share=29.9%, Reg with most FFs=y, largest net degree at the start of global routing=68, yosys aoi share=0%, Setup-failing EPs final=0, yosys adder share=0%, vias per cell=approximately 4.2, post-synthesis cell area=4830 um2, # rows=between 40 and 50, Final Util=48.9%, fillers=between 1,000 and 1,500, GPL Wtd Cong=between 0.7 and 0.8, Synth flops=128, Synth Warn #=1, max reg flops=128, Crit. End Element=primary output, Late-Pin Clk Latency=400 ps, first-pass GRT wire length=16,400 um, unrepaired setup endpoints after global routing=false, Top non-seq family=multiplexers, RR Startpoint=y[57], synthesis area per yosys=4830 um2, CTS Buffer Depth=2, Final WS setup=150 ps, TritonRoute pass-1 iters=4, # DRC=0, crit-path max FO=3, WL final=9660 um, Final Critical Period=~1400 ps, Unique cell types=5, IO buf count=162, die footprint=16,600 um2, ANT cells=0, Worst Hold Class=in2async, vias=3,061, Worst-path clk slew=approximately 60 ps, CP Cell Sequence=dlygate4sd2_1, slack of the worst reg-to-reg path=around 600 ps, RR Endpoint=y[25], worst path buffer plus inverter count=1, pre-CTS setup slack=221 ps, initial antenna violation count=0, I/O pin cnt=163, Register-to-Register Path Depth=2, startpoint type of the worst setup path=register, Post-Place Cells=around 640, CP max stage delay=between 300 and 400 ps, simple share=0%, Regs by FF count=y: 128 flops, worst-margin pin slew=~370 ps, Gate Count Post-Synth=271, CTS Root Cell=clkbuf_16, Power per Cell Area=~1400 nW/um2, DR iter-0 viols=approximately 60, Static Leakage=between 3 and 4 nW, Syn-to-layout area delta=56.4%, Avg Inst Size Synth=17.8 um2, Critical Path AT=around 1100 ps, H-tree depth=4, tool warning count=26, Final Max Slew Viols=0, Critical Path Stages=1, layout cell share with drive strength beyond 1=43.7%, Post-Layout Cell Count=~730, Hold Buf Count CTS=0, Rel. slew slack=between 70% and 80%, status=finished clean, Core ar.=roughly 15,000 um2, final critical-path share of the clock period=between 90% and 100%, CTS Buf Count=17
-- area by class of cell --
type                       instances  area [um2]  area share [%]
sequential                       128        3200            42.4
timing repair buffer             232        2030            27.0
multi-input combinational        128        1440            19.1
clock buffer                      27         523            6.93
tap                              211         264            3.50
clock inverter                     4        72.6           0.962
inverter                           1        7.51          0.0995
-- synth_stat cells --
cell | count | share of area [%]
dfrtp_1 | 128 | 66
clkbuf_8 | 8 | 2.3
inv_1 | 1 | 0.078
buf_6 | 6 | 1.4
mux2_2 | 128 | 30
-- report_power, final --
group          switching, mW  internal (mW)  leakage [nW]  total, mW
clock                   1.35           2.70         0.290       4.05
combinational          0.490           1.43          1.69       1.92
sequential             0.324           4.06          1.50       4.38
total                   2.17           8.19          3.48       10.4
-- placed cells by master (no fill, tap or decap) --
cell               n
mux2_2           128
dlygate4sd2_1    128
dfrtp_1          128
buf_4             67
clkdlybuf4s50_1   33
clkbuf_16         17
clkbuf_8           6
clkbuf_1           4
buf_12             4
clkinvlp_4         2
bufinv_16          2
clkinv_2           1
-- worst max-delay path by stage --
| stage | from | end | slack (ps) |
|---|---|---|---|
| 4_1_cts | y[58] | y[58] | 120 |
| 5_1_grt | y[32] | y[32] | 80 |
| 6_report | y[58] | y[58] | 150 |
-- cell families (layout without fill, tap and decap cells) --
logic type | after synthesis | in the layout
buffers and inverters | 15 | 264
DFF | 128 | 128
muxes | 128 | 128
-- layer usage --
layer / track usage [%] / wire length (um) / vias up
li1: - / - / 1435
met1: 19.5 / 4420 / 1520
met2: 19.0 / 4470 / 98
met3: 4.15 / 671 / 8
met4: 1.38 / 104 / 0
met5: 0 / 0 / -
-- through the flow --
| stage | total power, mW | TNS, ps | hold slack, ps | cell area [um2] |
|---|---|---|---|---|
| after floorplan | 4.97 | -48800 | 452 | 4830 |
| after global placement | 6.40 | 0 | 491 | 6620 |
| after detailed placement | 6.43 | 0 | 495 | 6620 |
| after CTS | 10.5 | 0 | 377 | 7550 |
| after global routing | 11.0 | 0 | 387 | 7550 |
| final | 10.4 | 0 | 367 | 7550 |
-- repair_timing --
action	in CTS	in global routing
endpoints found under the setup margin	128	0
gates resized	128	0
buffers inserted	65	0
Power and IR drop assume default switching activity.
